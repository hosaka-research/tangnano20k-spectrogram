### design/flow/config.mk
export PLATFORM = sky130hd
export DESIGN_NAME = cic_pdm_mic_90M_3M_6k
export DESIGN_NICKNAME = cic_pdm_mic_90M_3M_6k
export VERILOG_FILES = /design/flow/design.v
export SDC_FILE = /design/flow/constraint.sdc
export NUM_CORES = 4
export LEC_CHECK = 1
export CORE_UTILIZATION = 40
### design/flow/constraint.sdc
current_design cic_pdm_mic_90M_3M_6k

set clk_period 12.7
set clk_io_pct 0.2

create_clock -name clk0 -period $clk_period [get_ports {CLK}]

set non_clock_inputs [all_inputs -no_clocks]
set_input_delay [expr $clk_period * $clk_io_pct] -clock clk0 $non_clock_inputs
set_output_delay [expr $clk_period * $clk_io_pct] -clock clk0 [all_outputs]
### design/flow/design.v
module cic_pdm_mic_90M_3M_6k( input wire CLK, output mic_clk, input wire mic_data,
                                output wire [17:0] o_data0, output wire o_vld, output wire [5:0] o_range_over, input wire RST );
    reg signed [31:0] data0I1=0, data0D0=0, data0B1=0;
    reg signed [31:0] data0I2=0, data0D1=0, data0B2=0;
    reg signed [31:0] data0I3=0, data0D2=0, data0B3=0;
    reg [4:0] mic_count=0;
    localparam mic_count_stop = 5'd15;  
    wire mic_count_isend = (mic_count==mic_count_stop-1);
    reg [9:0] data_count=0;
    localparam data_count_stop = 10'd1000;  
    wire data_count_isend = (data_count==data_count_stop-1);
    always@(posedge CLK) mic_count <= mic_count_isend ? 5'h0 : mic_count+5'h1;
    always@(posedge CLK) if(mic_count_isend) data_count <= data_count_isend ? 10'h0 : data_count+10'h1;
    assign mic_clk = data_count[0];  
    always@(posedge CLK) if(mic_count_isend&&mic_clk) begin
        data0I1 <= data0I1 + mic_data;
        data0I2 <= data0I2 + data0I1;
        data0I3 <= data0I3 + data0I2;
    end
    always@(posedge CLK) if(mic_count_isend&&data_count_isend) begin  
        data0B3 <= data0I3; data0D2 <= data0I3 - data0B3;
        data0B2 <= data0D2; data0D1 <= data0D2 - data0B2;
        data0B1 <= data0D1; data0D0 <= data0D1 - data0B1;
    end
    reg o_vld0 = 0;
    always@(posedge CLK) o_vld0 <= (mic_count_isend&&data_count_isend);
    wire signed [31:0] o_low_cut;
    wire o_low_cut_vld;
    low_cut lc( .CLK(CLK), .i_vld( o_vld0 ), .i_data( data0D0 ), .o_vld( o_low_cut_vld ), .o_data( o_low_cut ));
    wire o_agc_valid;
    wire [17:0] o_agc_data;
    simple_AGC agc( .CLK(CLK), .i_vld(o_low_cut_vld), .i_data(o_low_cut), .o_vld(o_agc_vld), .o_data(o_agc_data), 
        .o_range_over(o_range_over), .RST(RST) );
    assign o_data0 = $signed(o_agc_data);  
    assign o_vld = o_agc_vld;
endmodule
module cic_pdm_mic_120M_3M_11718( input wire CLK, output mic_clk, input wire mic_data,
                                output wire [17:0] o_data0, output wire o_vld, output wire [5:0] o_range_over, input wire RST );
    reg signed [31:0] data0I1=0, data0D0=0, data0B1=0;
    reg signed [31:0] data0I2=0, data0D1=0, data0B2=0;
    reg signed [31:0] data0I3=0, data0D2=0, data0B3=0;
    reg [4:0] mic_count=0;
    localparam mic_count_stop = 5'd20;  
    wire mic_count_isend = (mic_count==mic_count_stop-1);
    reg [9:0] data_count=0;
    localparam data_count_stop = 10'd512;  
    wire data_count_isend = (data_count==data_count_stop-1);
    always@(posedge CLK) mic_count <= mic_count_isend ? 5'h0 : mic_count+5'h1;
    always@(posedge CLK) if(mic_count_isend) data_count <= data_count_isend ? 10'h0 : data_count+10'h1;
    assign mic_clk = data_count[0];  
    always@(posedge CLK) if(mic_count_isend&&mic_clk) begin
        data0I1 <= data0I1 + mic_data;
        data0I2 <= data0I2 + data0I1;
        data0I3 <= data0I3 + data0I2;
    end
    always@(posedge CLK) if(mic_count_isend&&data_count_isend) begin  
        data0B3 <= data0I3; data0D2 <= data0I3 - data0B3;
        data0B2 <= data0D2; data0D1 <= data0D2 - data0B2;
        data0B1 <= data0D1; data0D0 <= data0D1 - data0B1;
    end
    reg o_vld0 = 0;
    always@(posedge CLK) o_vld0 <= (mic_count_isend&&data_count_isend);
    wire signed [31:0] o_low_cut;
    wire o_low_cut_vld;
    low_cut lc( .CLK(CLK), .i_vld( o_vld0 ), .i_data( data0D0 ), .o_vld( o_low_cut_vld ), .o_data( o_low_cut ));
    wire o_agc_valid;
    wire [17:0] o_agc_data;
    simple_AGC agc( .CLK(CLK), .i_vld(o_low_cut_vld), .i_data(o_low_cut), .o_vld(o_agc_vld), .o_data(o_agc_data), 
        .o_range_over(o_range_over), .RST(RST) );
    assign o_data0 = $signed(o_agc_data);  
    assign o_vld = o_agc_vld;
endmodule
module low_cut( input CLK, input i_vld, input [31:0] i_data, output o_vld, output [31:0] o_data );    
    reg signed [39:0] avr = 0;
    reg signed [31:0] o_reg = 0;
    always@(posedge CLK) if( i_vld ) o_reg <= $signed($signed(i_data)-$signed(avr[39:8]));
    reg vld1 = 0;
    always@(posedge CLK) vld1 <= i_vld;
    always@(posedge CLK) if( vld1 ) avr <= $signed(avr) + $signed(o_reg);
    assign o_data = o_reg;
    assign o_vld = vld1;
endmodule
module simple_AGC( input CLK, input i_vld, input signed [33:0] i_data,
                    output o_vld, output signed [17:0] o_data, output [5:0] o_range_over, input RST );
    reg [12:0] g_counter = 12'd0;
    always@(posedge CLK) if(vld4) g_counter <= range_over ? 12'd0 : g_counter+12'd1;
    reg [3:0] shift = 4'h2;
    always@(posedge CLK) if(vld4) begin
        shift <= RST ? 4'h0 : 
                 (range_over ? ( shift == 4'hf ? 4'hf : shift+4'h1 ):
                    ((g_counter == 12'hfff) ? (shift==4'h0 ? 4'h0 :shift-4'h1 ) : shift));
    end
    localparam in_b = 34;
    localparam out_b = 18;
    localparam d0_b = out_b + 15 + 1;  
    localparam omit_b = 0;  
    wire [d0_b-1:0] d0n = {i_data[in_b-1],&i_data[in_b-2:d0_b-2+omit_b],i_data[d0_b-3+omit_b:omit_b]};
    wire [d0_b-1:0] d0p = {i_data[in_b-1],|i_data[in_b-2:d0_b-2+omit_b],i_data[d0_b-3+omit_b:omit_b]};
    reg signed [d0_b-1:0] d0;
    always@(posedge CLK) if(i_vld) d0 <= i_data[in_b-1] ?
                {i_data[in_b-1],&i_data[in_b-2:d0_b-2+omit_b],i_data[d0_b-3+omit_b:omit_b]}:
                {i_data[in_b-1],|i_data[in_b-2:d0_b-2+omit_b],i_data[d0_b-3+omit_b:omit_b]};
    reg vld0 = 0;
    always@(posedge CLK) vld0 <= i_vld;
    localparam d1_b = out_b + 7 + 1;
    wire [d1_b-1:0] d1n = shift[3] ? { d0[d0_b-1], &d0[d0_b-2:d1_b-2+8], d0[d1_b-2-1+8:8]}:
                                     { d0[d0_b-1], &d0[d0_b-2:d1_b-2+0], d0[d1_b-2-1+0:0]};
    wire [d1_b-1:0] d1p = shift[3] ? { d0[d0_b-1], |d0[d0_b-2:d1_b-2+8], d0[d1_b-2-1+8:8]}:
                                     { d0[d0_b-1], |d0[d0_b-2:d1_b-2+0], d0[d1_b-2-1+0:0]};
    reg [d1_b-1:0] d1;
    always@(posedge CLK) if(vld0) d1 <= d0[d0_b-1] ? d1n : d1p;
    reg vld1 = 0;
    always@(posedge CLK) vld1 <= vld0;
    localparam d2_b = out_b + 3 + 1;
    wire [d2_b-1:0] d2n = shift[2] ? { d1[d1_b-1], &d1[d1_b-2:d2_b-2+4], d1[d2_b-2-1+4:4]}:
                                     { d1[d1_b-1], &d1[d1_b-2:d2_b-2+0], d1[d2_b-2-1+0:0]};
    wire [d2_b-1:0] d2p = shift[2] ? { d1[d1_b-1], |d1[d1_b-2:d2_b-2+4], d1[d2_b-2-1+4:4]}:
                                     { d1[d1_b-1], |d1[d1_b-2:d2_b-2+0], d1[d2_b-2-1+0:0]};
    reg [d2_b-1:0] d2;
    always@(posedge CLK) if(vld1) d2 <= d1[d1_b-1] ? d2n : d2p;
    reg vld2 = 0;
    always@(posedge CLK) vld2 <= vld1;
    localparam d3_b = out_b + 1 + 1;
    wire [d3_b-1:0] d3n = shift[1] ? { d2[d2_b-1], &d2[d2_b-2:d3_b-2+2], d2[d3_b-2-1+2:2]}:
                                     { d2[d2_b-1], &d2[d2_b-2:d3_b-2+0], d2[d3_b-2-1+0:0]};
    wire [d3_b-1:0] d3p = shift[1] ? { d2[d2_b-1], |d2[d2_b-2:d3_b-2+2], d2[d3_b-2-1+2:2]}:
                                     { d2[d2_b-1], |d2[d2_b-2:d3_b-2+0], d2[d3_b-2-1+0:0]};
    reg [d3_b-1:0] d3;
    always@(posedge CLK) if(vld2) d3 <= d2[d2_b-1] ? d3n : d3p;
    reg vld3 = 0;
    always@(posedge CLK) vld3 <= vld2;
    localparam d4_b = out_b + 0 + 1;
    wire [d4_b-1:0] d4n = shift[0] ? { d3[d3_b-1], &d3[d3_b-2:d4_b-2+1], d3[d4_b-2-1+1:1]}:
                                     { d3[d3_b-1], &d3[d3_b-2:d4_b-2+0], d3[d4_b-2-1+0:0]};
    wire [d4_b-1:0] d4p = shift[0] ? { d3[d3_b-1], |d3[d3_b-2:d4_b-2+1], d3[d4_b-2-1+1:1]}:
                                     { d3[d3_b-1], |d3[d3_b-2:d4_b-2+0], d3[d4_b-2-1+0:0]};
    reg [d4_b-1:0] d4;
    always@(posedge CLK) if(vld3) d4 <= d3[d3_b-1] ? d4n : d4p;
    reg vld4 = 0;
    always@(posedge CLK) vld4 <= vld3;
    assign o_data = {d4[d4_b-1], d4[d4_b-3:0]};
    wire range_over = (d4[d4_b-1] != d4[d4_b-2]);
    assign o_vld = vld4;
    assign o_range_over = { ~range_over, 1'h1, (~shift) };  
endmodule
### design/flow/run.sh
#!/bin/bash
# OpenROAD 26Q1-2900-gdf79404cd8, Yosys 0.63+post, stock flow scripts
make -C /OpenROAD-flow-scripts/flow DESIGN_CONFIG=/design/flow/config.mk WORK_HOME=/design/flow/orfs finish
==> run_results.csv <==
group,metric,value,unit
finish,layout_top_cell,"edfxtp_1",
flow_run,cap_violations,0,
setup_path,crit_required,10.16,ns
global_routing,grt_usage,0.1485,
synthesis,syn-instance-count,2602,
synthesis,ys_ff,518,
die,die-area,76170,um^2
synthesis,yosys_warnings,5,
finish,largest_register_ffs,40,
routing,drt_wl_total,52330,um
power,power.density,107.1,nW/um^2
finish,most-common-layout-cells,"506 x edfxtp_1, 233 x ha_1, 196 x inv_1",
setup_path,end_kind,"output port",
die,dieWidth,276.0,um
finish,regMostFlops,"lc.avr",
routing,vias,18970,
clock_tree,insertion_delay,0.62,ns
run_status,status,"complete, no violations",
routing,viasPerCell,5.197,
flow_run,tool_warnings,27,
clock_tree,cts.sinks,518,
final_timing,fin_hold_ws,0.4449,ns
final_timing,hold_viol,0,
synthesis,syn_area,30030,um^2
final_timing,rsz0062_at_grt,"false",
clock_tree,cts_root_buffer,"clkbuf_16",
synthesis,yosysUniqueCellTypes,92,
routing,antenna_left,0,
finish,drive_above_1_share,0.08280,
final_timing,fin_skew,0.01817,ns
hold_path,whs_path_depth,0,
routing,drtIter0Drc,951,
die,die_y,276.0,um
setup_path,cp_max_fo,22,
hold_path,hold_path_class,"reg2reg",
clock_tree,clock_path_buffers,3,
final_timing,fin_crit_sh,0.3779,
final_timing,setup-violations-final,0,
routing,drcViolationCount,0,
global_routing,grt_max_degree,64,
final_timing,setup-tns-final,0,ns
synthesis,ys_seq_frac,0.5140,
die,initial_utilization,0.4040,
synthesis,yosysChipArea,30030,um^2
synthesis,ff_type,"edfxtp_1",
setup_path,reg2reg_depth,6,
place,dp_hpwl,37790,um
synthesis,syn_avg_cell_area,11.54,um^2
synthesis,synth-edff-count,506,
synthesis,synth_stat.cells,2602,
clock_tree,htree_levels,2,
power,leakage,0.01300,uW
die,core,74320,um^2
final_timing,min_period,4.799,ns
final_timing,drv_slew,0,
global_routing,overflow,0,
clock_tree,clk_pin_slew_worst_paths,0.06,ns
global_routing,antenna_found_initial,0,
clock_tree,cts_setup_buffers,0,
global_routing,grt_pass1_vias,18710,
routing,diodes,0,
power,ir_drop,0.0001484,V
final_timing,layout_setup_ws,7.901,ns
place,place_congestion,0.9222,
place,port_buffers,27,
clock_tree,cts_buffers,58,
setup_path,criticalPathCategory,"reg2out",
final_timing,relSlewSlack,0.4079,
synthesis,async_flop_share,0,
final_timing,max_freq,0.2084,GHz
clock_tree,hold_buffers,0,
die,ios,29,
setup_path,arrival,2.26,ns
clock_tree,cts_tree,"yes",
place,place_ws,7.421,ns
clock_tree,cts_resized,0,
routing,wl_per_cell,14.34,um
finish,area_growth,10.68,%
final_timing,tightest_slew,0.8881,ns
die,fp-row-count,100,
routing,first_pass_iters,5,
setup_path,worst_setup_path_start_kind,"flip-flop",
global_routing,grt_first_pass_wirelength,88440,um
worst max-delay path, cell delays in order, from the launching register on:
cell	delay (ns)
edfxtp_1	0.91
inv_1	0.25
clkdlybuf4s50_1	0.48
logic make-up after synthesis:
logic type,share of synthesized area
xor+xnor,0.07146
mux,0.03029
flops,0.5140
compound gates,0.1503
buf+inv,0.03583
other cells,0.0001249
fa+ha+maj,0.1018
simple gates,0.09621
cells in the mapped netlist, types with 10 or more instances:
cell type / n / area share
nand4_1: 34 / 0.0071
nor3_1: 37 / 0.0062
buf_4: 20 / 0.0050
nand3_1: 64 / 0.011
edfxtp_1: 506 / 0.51
nor2_1: 151 / 0.019
a21oi_1: 192 / 0.032
and2_1: 17 / 0.0035
nand2_1: 142 / 0.018
nand2b_1: 27 / 0.0056
mux2_2: 79 / 0.030
o21ai_1: 10 / 0.0017
a31oi_1: 32 / 0.0067
xnor2_1: 169 / 0.049
and4_1: 11 / 0.0032
o31a_1: 10 / 0.0029
and3_1: 32 / 0.0067
a21o_1: 139 / 0.035
o21bai_1: 27 / 0.0068
ha_1: 233 / 0.097
o21a_1: 36 / 0.0090
clkbuf_1: 42 / 0.0053
dfxtp_1: 12 / 0.0080
inv_1: 196 / 0.025
o211ai_1: 12 / 0.0030
nor2b_1: 32 / 0.0067
o21ai_0: 91 / 0.015
a211oi_1: 20 / 0.0050
xor2_1: 76 / 0.022
stage by stage:
stage / area, um^2 / power, uW / util / std cells
4_1_cts: 33240 / 3621 / 0.4472 / 3650
5_1_grt: 33240 / 3686 / 0.4472 / 3650
3_5_place_dp: 31270 / 1884 / 0.4207 / 3542
2_1_floorplan: 30030 / 1883 / - / 2602
3_3_place_gp: 31270 / 1884 / 0.4207 / 3542
6_report: 33240 / 3560 / 0.4472 / 3650
worst paths after layout:
check | from | to | slack [ns]
worst max register to register | mic_count[0] | data0B2[12] | 9.14
worst min-delay path | data0D1[0] | data0B1[0] | 0.44
worst min register to register | data0D1[0] | data0B1[0] | 0.44
worst max-delay path | agc.shift[0] | o_range_over[0] | 7.90
where the power goes:
| group | switching, uW | total (uW) | internal (uW) |
|---|---|---|---|
| combinational | 0.575 | 1.40 | 0.821 |
| clock | 679 | 1710 | 1030 |
| sequential | 0 | 1850 | 1850 |
per-layer routing:
layer  vias up  track usage  part of all wire
met5         -            0                 0
met4         0      0.04078             0.031
met3       117      0.02521             0.037
met2       292       0.2490              0.49
met1      8791       0.2086              0.44
li1       9768            -                 -
cell type report:
cell class / count / area [um^2]
Clock inverter: 36 / 445.4
Clock buffer: 72 / 1524
Fill cell: 6562 / 41090
Inverter: 196 / 735.7
Sequential cell: 518 / 15440
Multi-Input combinational cell: 1820 / 13520
Tap cell: 969 / 1212
Timing Repair Buffer: 39 / 360.3
Power figures rest on the tool's default switching activity, not on a simulated workload.
